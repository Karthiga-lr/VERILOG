[run.sh]
#!/bin/bash
# OpenROAD 26Q1-2900-gdf79404cd8, Yosys 0.63+post, stock flow scripts
make -C /OpenROAD-flow-scripts/flow DESIGN_CONFIG=/design/flow/config.mk WORK_HOME=/design/flow/orfs finish
[config.mk]
export PLATFORM = sky130hd
export DESIGN_NAME = SRAM
export DESIGN_NICKNAME = SRAM
export VERILOG_FILES = /design/flow/design.v
export SDC_FILE = /design/flow/constraint.sdc
export NUM_CORES = 4
export LEC_CHECK = 1
export CORE_UTILIZATION = 40
[constraint.sdc]
current_design SRAM

set clk_period 2.1
set clk_io_pct 0.2

create_clock -name clk0 -period $clk_period [get_ports {clk}]

set non_clock_inputs [all_inputs -no_clocks]
set_input_delay [expr $clk_period * $clk_io_pct] -clock clk0 $non_clock_inputs
set_output_delay [expr $clk_period * $clk_io_pct] -clock clk0 [all_outputs]
[design.v]
module SRAM #(parameter addr = 3,parameter data = 4)
  (input clk,
  input rst,
  input wr,
   input [addr -1:0] addrs,   
   input [data -1:0] din,    
   output reg [data-1:0] dout);   
  reg [data -1:0] mem [ 0:(1<< addr)-1];    
  always@(posedge clk)begin
    if(rst)begin
      dout <=0;
      for(int i=0; i < (1<<addr); i++)begin
        mem[i] <=0;
      end
    end
    else if (wr)
      mem[addrs] <=din;     
    else
      dout <= mem[addrs];    
  end
endmodule 
==> run summary <==
Worst Setup SP: addrs[0]
Clock sinks: 36
Switching Share: 21.1%
Total CTS buffers: 5
Skew final: 0.00281 ns
DR vias/cell: 4.96
CP endpoint kind: register
H-Tree Depth: 2
Layout Utilization: 51.4%
Internal reg-to-reg setup slack: 0.83 ns
GP Congestion: 0.824
Unrepaired setup endpoints after global routing: false
XORs/XNORs by Area: 0%
Adder-cell share of the synthesized area: 0%
Syn Area/Cell: 13.1 sq um
Setup bufs post-CTS: 0
Total gr overflow: 0
Max VDD drop: 0.342 mV
TritonCTS clock tree: built
YS chip area: 0.00176 sq mm
Final ANT Viol Nets: 0
Post-CTS Hold Fix Bufs: 0
Ys Warns: 1
Die Span Y: 68.3 um
Outcome: finished, final reports clean
Critical path type: in2reg
Placement Setup Slack: -0.0441 ns
Clk pwr share: 32.7%
First-pass GRT wire length: 5840 um
Clk buf depth: 2
Final min period: 1.86 ns
Post-synth EDFFs: 32
Mapped Area: 0.00176 sq mm
Fin Hold WS: 0.484 ns
DR pass1 iterations: 4
Commonest flop: edfxtp_1
Slew Limit Headroom: 76.0%
Period utilization: 88.4%
Global Route Usage Sum: 18.9%
Drt total wl: 3420 um
AND/OR/NAND/NOR Cells, Area Fraction: 20.9%
Final Cell Area: 0.00212 sq mm
Register area share after synthesis: 59.2%
Die span in x: 68.3 um
Power per cell area: 705 mW/mm^2
Yosys top cell area share: 54.6%
Number of global-route vias before repair: 1148
Internal Power: 0.00118 W
Final WS setup: 0.244 ns
Initial DRC count: 51
Latest clock arrival within the worst-skew pair: 0.28 ns
Switching power: 0.000315 W
Min-delay worst type: reg2reg
Post-synthesis instance total: 134
Slew Limit Fails: 0
Placed cell area: 0.00203 sq mm
Slowest cell on crit path: clkdlybuf4s50_1
Main area contributors: edfxtp_1 55%, and2_1 11%, mux2_2 5.1%
Sequential share of power: 56.3%
Ys flops: 36
Yosys top cell by area: edfxtp_1
Startpoint types: input port
Async S/R FF share, synth: 0%
Worst Path Required: 2.25 ns
Die area: 0.00467 sq mm
Endpoints failing hold: 0
Static Leak: 0.798 nW
Max frequency: 0.539 GHz
Critical Path Fanout Max: 8
Layout area overhead: 20.3%
WP data arrival: 2.00 ns
Max Cap Viol: 0
R2r startpoint: mem[4][2]
Worst-margin pin slew: 0.359 ns
Setup violations, final: 0
FP Rows: 23
Wire per inst: 15.8 um
Combinational share of power: 11.0%
OpenROAD warning count: 25
Top non-seq family: simple AND/OR/NAND/NOR gates
ANT cells: 0
MUX share of area: 9.67%
Core Box Area: 0.00412 sq mm
Share of cells above drive strength 1: 27.5%
Setup crit end: dout[2]
Largest net degree at the start of global routing: 11
Cell Type Count: 28
And-or/or-and share of the synthesized area: 5.97%
Number of port buffers: 13
Post-synth top cells: 32 x and2_1, 32 x edfxtp_1, 8 x mux2_2, 8 x mux2i_1, 8 x or2_2
Residual DRC: 0
Initial antenna violation count: 0
Hpwl dp: 2590 um
Cells in synth_stat.txt: 134
DP Cell Count: 209
Floorplan Utilization: 42.7%
Clock input transition at the sequential cells of the worst setup and hold paths: 0.06 ns
Worst-path cell chain: clkdlybuf4s50_1 > buf_4 > mux2_2 > a222oi_1 > a221oi_1
R2R Path End: dout[2]
Final non-filler cell total: 217
Vias: 1076
I/O pin cnt: 14
Max incr delay on CP: 0.64 ns
R2R depth: 3
Root buf cell: clkbuf_8
CTS resizes: 0
[how the worst min path moves through the flow]
stage / from / to / slack, ns / cells after the start
6_report: dout[1] / dout[1] / 0.48 / 2
5_1_grt: dout[1] / dout[1] / 0.51 / 2
4_1_cts: dout[2] / dout[2] / 0.48 / 2
[metrics by stage]
stage,power (W),TNS [ns]
after floorplan,0.000946,0
after global routing,0.00156,0
final,0.00149,0
after global placement,0.00102,0
after CTS,0.00151,0
after detailed placement,0.00102,-0.116
[sequential cells by signal, summed over array words and instances (netlist names)]
register and cells:
dout 4, mem 32
[power groups by stage]
stage	sequential, W	combinational, W	clock (W)
after CTS	0.000841	0.000167	0.000500
after global routing	0.000845	0.000183	0.000536
final	0.000840	0.000165	0.000488
[area by class of cell]
class                   instances  area, sq um
fillers                       372         2000
multi-input cells              88          643
well taps                      50         62.6
flip-flops and latches         36         1040
repair buffers                 31          265
inverters                       4         15.0
clock buffers                   8         90.1
[metal layers]
metal	global-route usage [%]	part of all wire, %	up-vias
met5	0	0	-
met4	2.08	0.50	0
met3	6.59	7.5	2
met2	27.0	44	36
met1	30.7	48	492
li1	-	-	546
[critical path: cells and delay by family]
kind | cells | cell delay (ns)
muxes | 1 | 0.35
AOI/OAI and AO/OA | 2 | 0.35
buffers and inverters | 2 | 0.88
[placed cells by master, fill, tap and decap left out]
master / n
a21oi_1: 2
a221oi_1: 2
a222oi_1: 2
a31oi_1: 2
and2_1: 32
buf_4: 18
clkbuf_1: 2
clkbuf_8: 6
clkdlybuf4s50_1: 13
dfxtp_1: 4
edfxtp_1: 32
inv_1: 4
mux2_2: 8
mux2i_1: 8
nand2_1: 1
nand2b_1: 2
nand3b_1: 1
nor2_1: 4
nor2_2: 3
nor2b_1: 2
nor3_1: 2
nor3_2: 1
nor3_4: 1
o21bai_1: 2
o22ai_1: 2
o31a_1: 2
or2_2: 8
or3b_4: 1
[kinds of logic (layout without fill, tap and decap cells)]
logic type	Yosys count	after routing
buffers and inverters	10	43
AND/OR/NAND/NOR	58	58
multiplexers	16	16
AND-OR/OR-AND	14	14
flip-flops	36	36
Power figures rest on the tool's default switching activity, not on a simulated workload.
